**flow/run.sh**
```bash
#!/bin/bash
# OpenROAD 26Q1-2900-gdf79404cd8, Yosys 0.63+post, stock flow scripts
make -C /OpenROAD-flow-scripts/flow DESIGN_CONFIG=/design/flow/config.mk WORK_HOME=/design/flow/orfs finish
```
**flow/config.mk**
```make
export PLATFORM = sky130hd
export DESIGN_NAME = IDEX_Reg
export DESIGN_NICKNAME = IDEX_Reg
export VERILOG_FILES = /design/flow/design.v
export SDC_FILE = /design/flow/constraint.sdc
export NUM_CORES = 4
export LEC_CHECK = 1
export CORE_AREA = 10 10 231 231
export DIE_AREA = 0 0 241 241
```
**flow/constraint.sdc**
```tcl
current_design IDEX_Reg

set clk_period 1.0
set clk_io_pct 0.2

create_clock -name clk0 -period $clk_period [get_ports {Clock}]

set non_clock_inputs [all_inputs -no_clocks]
set_input_delay [expr $clk_period * $clk_io_pct] -clock clk0 $non_clock_inputs
set_output_delay [expr $clk_period * $clk_io_pct] -clock clk0 [all_outputs]
```
**flow/design.v**
```verilog
`timescale 1ns / 1ps
module IDEX_Reg(
    Clock, Reset,  Flush,
    RegWrite_In, ALUSrc_In, MemWrite_In, MemRead_In, MemToReg_In, ByteSel_In, RegDestMuxControl_In, ALUOp_In, LB4_In,
    Instruction_In,  SE_In, RF_RD1_In, RF_RD2_In, PC_In, 
    RegWrite_Out, ALUSrc_Out, MemWrite_Out, MemRead_Out, MemToReg_Out, ByteSel_Out, RegDestMuxControl_Out, ALUOp_Out, LB4_Out,
    Instruction_Out, SE_Out, RF_RD1_Out, RF_RD2_Out, PC_Out);
    input Clock, Reset, Flush;
    input RegWrite_In, ALUSrc_In, MemWrite_In, MemRead_In, LB4_In;
    input [1:0] ByteSel_In, RegDestMuxControl_In, MemToReg_In;
    input [4:0] ALUOp_In;
    input [31:0] Instruction_In, SE_In, RF_RD1_In, RF_RD2_In, PC_In;
    output reg RegWrite_Out, ALUSrc_Out, MemWrite_Out, MemRead_Out, LB4_Out;
    output reg [1:0] ByteSel_Out, RegDestMuxControl_Out, MemToReg_Out;
    output reg [4:0] ALUOp_Out;
    output reg [31:0] Instruction_Out, SE_Out, PC_Out, RF_RD1_Out, RF_RD2_Out;
    reg WriteEnable;
    initial begin
        ALUSrc_Out <= 0;
        ByteSel_Out <= 2'b0;
        Instruction_Out <= 32'b0;
        MemToReg_Out <= 2'b0;
        MemRead_Out <= 0;
        MemWrite_Out <= 0;
        RegDestMuxControl_Out <= 2'b0;
        RegWrite_Out <= 0;
        RF_RD1_Out <= 32'b0;
        RF_RD2_Out <= 32'b0;
        PC_Out <= 32'b0;
        SE_Out <= 32'b0;
        ALUOp_Out <= 5'b0;
        LB4_Out <= 0;
    end
    always @(posedge Clock) begin
        if(Reset || Flush) begin
            RegWrite_Out            <= 0; 
            ALUSrc_Out              <= 0;
            MemWrite_Out            <= 0; 
            MemRead_Out             <= 0; 
            MemToReg_Out            <= 0; 
            ByteSel_Out             <= 0; 
            RegDestMuxControl_Out   <= 0; 
            ALUOp_Out               <= 0;
            PC_Out                  <= 0;
            RF_RD1_Out              <= 0;
            RF_RD2_Out              <= 0;
            SE_Out                  <= 0;
            Instruction_Out         <= 0;
            LB4_Out                 <= 0;
        end else begin
                RegWrite_Out            <= RegWrite_In; 
                ALUSrc_Out              <= ALUSrc_In;
                MemWrite_Out            <= MemWrite_In; 
                MemRead_Out             <= MemRead_In; 
                MemToReg_Out            <= MemToReg_In; 
                ByteSel_Out             <= ByteSel_In; 
                RegDestMuxControl_Out   <= RegDestMuxControl_In; 
                ALUOp_Out               <= ALUOp_In;
                PC_Out                  <= PC_In;
                RF_RD1_Out              <= RF_RD1_In;
                RF_RD2_Out              <= RF_RD2_In;
                SE_Out                  <= SE_In;
                Instruction_Out         <= Instruction_In;
                LB4_Out                 <= LB4_In;
        end
    end       
endmodule
```
==> insert_results.sql <==
-- generated from flow reports
INSERT INTO impl_metrics (metric_group, metric, value, unit) VALUES
('run_status', 'run_status', 'finished, violations left', ''),
('run_status', 'violations_in_the_final_reports', 'setup timing', ''),
('finish', 'final_core_utilization', '0.2119', ''),
('critical_path', 'cp_num_buf_inv', '1', ''),
('finish', 'share_of_layout_cells_above_drive_strength_1', '0.5470', ''),
('critical_path', 'crit_chain', 'buf_6', ''),
('grt', 'global_route_wire_length_before_repair', '29860', 'um'),
('synthesis', 'synth_sequential_area_ratio', '0.5913', ''),
('clock_tree', 'clock_sinks', '176', ''),
('grt', 'grt_antenna_before_repair', '0', ''),
('critical_path', 'crit_required', '800', 'ps'),
('critical_path', 'crit_path_start_kind', 'register', ''),
('synthesis', 'yosysCellCount', '392', ''),
('critical_path', 'cp-end-kind', 'primary output', ''),
('route', 'ant_nets', '0', ''),
('final_timing', 'post-route-min-period', '1186', 'ps'),
('critical_path', 'critical-path-max-stage-delay', '400', 'ps'),
('place', 'hpwlAfterDp', '17000', 'um'),
('place', 'portBuffers', '354', ''),
('final_timing', 'final_min_period_over_clock_period', '1.186', ''),
('final_timing', 'maxSlewHeadroom', '0.8067', ''),
('clock_tree', 'cts-buffers-inserted', '17', ''),
('grt', 'grt_start_max_net_pins', '39', ''),
('critical_path', 'path_class', 'register to primary output', ''),
('floorplan', 'core_ar', '48050', 'um2'),
('synthesis', 'syn-mean-instance-area', '15.20', 'um2'),
('floorplan', 'floorplan.rows', '80', ''),
('power', 'vdd_drop_max', '1.093', 'mV'),
('clock_tree', 'cts_buffer_depth', '2', ''),
('grt', 'track_usage', '0.07003', ''),
('floorplan', 'floorplan.die.width', '241', 'um'),
('route', 'drt_iter0_drc', '65', ''),
('synthesis', 'synth-seq-cells', '176', ''),
('critical_path', 'cpMaxStageDelayCell', 'sky130_fd_sc_hd__dfxtp_4', ''),
('job', 'max_cap_viol_count', '0', ''),
('final_timing', 'hold_ws', '135.1', 'ps'),
('clock_tree', 'cts_tree', 'built', ''),
('route', 'remaining_drc_errors', '0', ''),
('final_timing', 'max_slew.worst_pin.slew', '289.9', 'ps'),
('route', 'post_drt_via_cell_ratio', '3.084', ''),
('floorplan', 'core_util_floorplan', '0.1240', ''),
('final_timing', 'final_hold_viol_count', '0', ''),
('job', 'warnings', '27', ''),
('clock_tree', 'clkSlewWorstSetupHoldPaths', '70', 'ps'),
('final_timing', 'timing.final.max_slew_violations', '0', ''),
('route', 'drt_pass1_iterations', '4', ''),
('critical_path', 'cp_top_family', 'flip-flops', ''),
('floorplan', 'num_io_pins', '355', ''),
('critical_path', 'critical_path_arrival', '990', 'ps'),
('final_timing', 'max_freq', '843.0', 'MHz'),
('synthesis', 'syn-cell-area', '5958', 'um2'),
('synthesis', 'syn-instance-count', '392', ''),
('route', 'dr_total_vias', '4293', ''),
('finish', 'flow.area_growth_from_synthesis', '70.90', '%'),
('synthesis', 'yosys-stat-area', '5958', 'um2'),
('hold_path', 'worst_hold_path_type', 'input port to register', ''),
('synthesis', 'synth.lib_cells_used.distinct', '5', ''),
('clock_tree', 'root_buffer', 'sky130_fd_sc_hd__clkbuf_16', ''),
('synthesis', 'yosys_warnings', '1', ''),
('final_timing', 'grt_setup_unrepaired', 'yes', ''),
('clock_tree', 'ctsHoldBuffers', '0', ''),
('grt', 'first_global_vias', '4439', ''),
('route', 'antennaDiodeCount', '0', ''),
('power', 'power_per_cell_area', '1564', 'nW/um2'),
('final_timing', 'final-setup-viol-count', '176', ''),
('final_timing', 'fin_setup_tns', '-14900', 'ps'),
('route', 'wl_per_cell', '15.54', 'um'),
('place', 'finalWeightedCongestion', '0.7868', ''),
('floorplan', 'chip_area', '58080', 'um2'),
('critical_path', 'path_max_fanout', '1', ''),
('route', 'finalWirelength', '21630', 'um'),
('grt', 'globalRoute.totalOverflow', '0', ''),
('clock_tree', 'htreeDepth', '4', ''),
('floorplan', 'floorplan.die.height', '241', 'um'),
('power', 'p_leak', '4.118', 'nW'),
('final_timing', 'final_worst_setup_slack', '-186.2', 'ps');
flip-flops by register name (all words and copies together), names as in the netlist:
register               cells
ALUSrc_Out                 1
PC_Out                    32
RegDestMuxControl_Out      2
ALUOp_Out                  5
ByteSel_Out                2
Instruction_Out           32
MemRead_Out                1
LB4_Out                    1
MemWrite_Out               1
SE_Out                    32
RF_RD1_Out                32
RegWrite_Out               1
MemToReg_Out               2
RF_RD2_Out                32
area by class of cell:
class	instances	area, um2
clock buffers	19	442.9
repair buffers	393	3219
multi-input cells	176	2022
fillers	5198	37860
flip-flops and latches	176	3585
clock inverters	13	143.9
well taps	615	769.5
report_power, final:
group / total (mW) / switching, mW / internal [mW] / leakage, nW
clock network: 6.73 / 3.15 / 3.59 / 0.290
registers: 7.37 / 0.0778 / 7.29 / 1.46
logic: 1.83 / 0.593 / 1.24 / 2.37
total: 15.9 / 3.82 / 12.1 / 4.12
Yosys cell counts:
cell type / count / share of area
sky130_fd_sc_hd__nor3b_2: 140 / 0.29
sky130_fd_sc_hd__buf_6: 34 / 0.064
sky130_fd_sc_hd__dfxtp_1: 176 / 0.59
sky130_fd_sc_hd__nor3b_1: 36 / 0.045
sky130_fd_sc_hd__buf_2: 6 / 0.0050
placed cells by master (no fill, tap or decap):
cell                              synthesis  layout
sky130_fd_sc_hd__nor3b_1                 36      36
sky130_fd_sc_hd__inv_6                    0       5
sky130_fd_sc_hd__clkinv_8                 0       1
sky130_fd_sc_hd__dfxtp_4                  0       6
sky130_fd_sc_hd__clkinv_4                 0       3
sky130_fd_sc_hd__dfxtp_1                176     139
sky130_fd_sc_hd__clkbuf_1                 0       1
sky130_fd_sc_hd__clkdlybuf4s50_1          0     176
sky130_fd_sc_hd__dfxtp_2                  0      31
sky130_fd_sc_hd__clkbuf_8                 0       3
sky130_fd_sc_hd__buf_6                   34      11
sky130_fd_sc_hd__nor3b_2                140     140
sky130_fd_sc_hd__clkinv_2                 0       1
sky130_fd_sc_hd__bufinv_16                0       1
sky130_fd_sc_hd__clkbuf_16                0      17
sky130_fd_sc_hd__buf_2                    6     165
sky130_fd_sc_hd__buf_12                   0      15
sky130_fd_sc_hd__buf_4                    0      24
sky130_fd_sc_hd__inv_8                    0       2
kinds of logic after synthesis:
kind of cell           after synthesis  synth area share
buffers and inverters               40           0.06930
and+or+nand+nor                    176            0.3394
DFF                                176            0.5913
final timing paths:
check                                 start                       end  cells past startpoint
worst min-delay path                  Flush  RF_RD2_Out[5]$_SDFF_PP0_                      2
worst max-delay path  PC_Out[28]$_SDFF_PP0_                PC_Out[28]                      1
timing repair:
item | in CTS | in global routing
gates resized | 641 | 16
setup buffers | 0 | 0
setup endpoints to repair | 176 | 176
pin swaps | 0 | 0
metrics by stage:
stage	total power, mW	setup slack (ps)	instances	instance area, um2
floorplan	8.159	194.0	392	5958
global placement	9.640	-251.5	1360	10350
detailed placement	9.650	-248.8	1360	10350
CTS	16.33	-257.7	1392	10140
global route	16.68	-254.8	1392	10180
finish	15.92	-186.2	1392	10180
routing by layer:
layer  GRT usage  vias to the layer above  share of wire
li1            -                     2087              -
met2      0.1168                      161           0.50
met5           0                        -              0
met1     0.08314                     2024           0.39
met3     0.03044                       21          0.090
met4     0.01276                        0          0.020
Power is estimated from default activity; no workload was simulated.
